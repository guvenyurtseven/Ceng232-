<file path="flow/config.mk">
export PLATFORM = sky130hd
export DESIGN_NAME = SelectionOfAvatar
export DESIGN_NICKNAME = SelectionOfAvatar
export VERILOG_FILES = /design/flow/design.v
export SDC_FILE = /design/flow/constraint.sdc
export NUM_CORES = 4
export LEC_CHECK = 1
export CORE_UTILIZATION = 30
</file>
<file path="flow/constraint.sdc">
current_design SelectionOfAvatar

set clk_period 18.0
set clk_io_pct 0.2

create_clock -name clk0 -period $clk_period [get_ports {CLK}]

set non_clock_inputs [all_inputs -no_clocks]
set_input_delay [expr $clk_period * $clk_io_pct] -clock clk0 $non_clock_inputs
set_output_delay [expr $clk_period * $clk_io_pct] -clock clk0 [all_outputs]
</file>
<file path="flow/design.v">
`timescale 1ns / 1ps
module SelectionOfAvatar(
	input [1:0] mode,
	input [5:0] userID,
	input [1:0] candidate,  
	input CLK,
	output reg [1:0] ballotBoxId,
	output reg [5:0] numberOfRegisteredVoters,
	output reg [5:0] numberOfVotesWinner,  
	output reg [1:0] WinnerId,
	output reg AlreadyRegistered,
	output reg AlreadyVoted,
	output reg NotRegistered,
	output reg VotingHasNotStarted,
	output reg RegistrationHasEnded
	);
    reg [5:0] registered [0:63];
    reg [5:0] voted [0:63];
    integer i, clock, registeredNum, votedNum;
    integer airV, fireV, waterV, earthV;
	initial begin
        clock = 0;
		registeredNum = 0;
		votedNum = 0;
		airV = 0;
		fireV = 0;
		waterV = 0;
		earthV = 0;
		for(i=0; i<64; i = i+1) begin
            registered[i]=6'b000000;
            voted[i]=6'b000000;
        end
	end
	always @(posedge CLK)
	begin
		clock=clock+1;
        ballotBoxId =0;
        numberOfRegisteredVoters=0;
        numberOfVotesWinner=0;
        WinnerId=0;
        AlreadyRegistered=0;
        AlreadyVoted=0;
        NotRegistered=0;
        VotingHasNotStarted=0;
        RegistrationHasEnded=0;
        if(clock<=100) begin
            ballotBoxId=userID[5:4];
            if(mode==1) begin
                VotingHasNotStarted=1;
            end
            if(mode==0) begin
                if(registered[userID]==0) begin
                    registered[userID]=1;
                    ballotBoxId=userID[5:4];
                    registeredNum=registeredNum+1;
                end
                else begin 
                    AlreadyRegistered=1;
                    ballotBoxId=userID[5:4];
                end
            end
            numberOfRegisteredVoters=registeredNum;
        end
        else if(clock<=200) begin
            ballotBoxId=userID[5:4];
            numberOfRegisteredVoters=registeredNum;
            if(mode==0) begin
                RegistrationHasEnded=1;
            end
            if(mode==1) begin
                if(registered[userID]==1) begin
                    if(voted[userID]==0)begin
                        voted[userID]=1;
                        if(candidate==0)begin
                            airV=airV+1;
                        end
                        if(candidate==1)begin
                            fireV=fireV+1;
                        end
                        if(candidate==2)begin
                            waterV=waterV+1;
                        end
                        if(candidate==3)begin
                            earthV=earthV+1;
                        end
                    end 
                    else begin
                        AlreadyVoted=1;
                    end   
                end
                else begin
                    NotRegistered=1;
                end
            end    
        end
        else if(clock>200) begin
            numberOfRegisteredVoters=registeredNum;
            numberOfVotesWinner=airV;
            WinnerId=2'b0;
            if (fireV > numberOfVotesWinner) begin
				numberOfVotesWinner = fireV;
				WinnerId = 2'b01;
			end
			if (waterV > numberOfVotesWinner) begin
				numberOfVotesWinner = waterV;
				WinnerId = 2'b10;
			end
			if (earthV> numberOfVotesWinner) begin
				numberOfVotesWinner = earthV;
				WinnerId = 2'b11;
			end
        end
	end
endmodule
</file>
<file path="flow/run.sh">
#!/bin/bash
# OpenROAD 26Q1-2900-gdf79404cd8, Yosys 0.63+post, stock flow scripts
make -C /OpenROAD-flow-scripts/flow DESIGN_CONFIG=/design/flow/config.mk WORK_HOME=/design/flow/orfs finish
</file>
==> results.txt <==
fresh numbers from the pnr run: clock skew=roughly 27 ps, WL final=~32000 µm, Final Setup Violations=0, worst min-delay path class=flop to flop, # Cells Yosys=between 1k and 1.5k, Latency at later pin=580 ps, Final Non-Filler Cells=1982, worst-path fanout max=about 62, Die Width=around 220 µm, fmax=between 100 and 150 MHz, YS chip area=~0.014 mm², PD cells=86.4 mW/mm², first-pass GRT wire length=51900 µm, leakage=between 0.005 and 0.006 µW, Final Power=1410 µW, via count=around 10k, violated checks=DRC, Root Buffer=clkbuf_16, placed instance count=between 1.5k and 2k, Clock Sinks=about 290, Max-Cap Viols=0, CP delay by family, top=simple AND/OR/NAND/NOR gates, PostCTS Resize Cnt=0, Die Area=0.0485 mm², clock buffer depth=3, Overflow after GRT=0, fp util=0.306, core area=between 0.04 and 0.05 mm², tool warnings=26, CTS tree=done, CTS Hold Bufs=0, startpoint types=primary input, clock transition at the registers of the reported paths=60 ps, Die Y=roughly 220 µm, Primary FF master, synth=edfxtp_1, setup bufs post-CTS=0, Commonest Layout Cell=edfxtp_1, run status=finished with violations, Final Max Tran Viols=0, IO Pins=32, # diodes=0, Critical Path, Cell by Cell=clkdlybuf4s50_1 > buf_4 > nor2b_1 > nand2_1 > a21oi_1 > a211oi_1 > nand4_1 > o32ai_4 > and2_0 > nand2b_4 > nor4_2, Pre-antenna DRT Iters=around 49, post-place setup slack=roughly 10000 ps, antenna violations before repair=1, pin count of the biggest net entering global routing=63, crit path DAT=7690 ps, vias in the first global route=roughly 9.6k, RSZ-0062 raised after global routing=false, unique cell type count in the Yosys netlist=a little under 70, Via density=around 5.0, Buf/Inv on CP=2, cts bufs inserted=30, Slew @ Worst Pin=876 ps, CP Capture Type=flop, Max IR drop VDD=0.0548 mV, ratio of cells with drive above 1 in the final layout=0.0909, Syn-to-layout area delta=14.1%, crit-path max cell delay=650 ps, final setup margin=10570 ps, post-route cell area=0.0163 mm², Remaining DRCs=2, gpl congestion=approximately 0.92, Syn Std Cell Area=about 0.014 mm², Synth Seq Share=0.526, num rows=79, dpl cell area=roughly 0.015 mm², routed len/inst=16.2 µm, count of library flops with an enable pin=around 170, slowest stage cell on the critical path=o32ai_4, crit path DRT=around 18000 ps, port bufs=31, most frequent cells in the layout=edfxtp_1, nand2_1, dfxtp_1, nor2_1, xnor2_1, Tcrit/Tclk final=0.413, Global Route Usage Sum=0.141, critical path type=primary input to flop, ys async rst share=0, Post-DP HPWL=approximately 22000 µm, Synth Area per Inst=around 11 µm², final hold viol count=0, setup_tns=0 ps, DRT antenna net count=0, H-tree depth=1, Syn Inst Count=between 1k and 1.5k, Synth flops=289, fin crit period=~7400 ps, synth warn=2, Initial DRC Count=just under 700, relative slew slack=0.408
==> kinds of logic after synthesis <==
| logic type | synth area share |
|---|---|
| adder cells (fa/ha/maj) | 0.0219 |
| XOR/XNOR | 0.0834 |
| AND/OR/NAND/NOR | 0.214 |
| buffers and inverters | 0.0279 |
| flip-flops | 0.526 |
| AND-OR/OR-AND | 0.0809 |
| multiplexers | 0.0463 |
==> per-stage QoR <==
step | hold slack [ps] | util
global placement | 413 | 0.325
CTS | 430 | 0.349
finish | 426 | 0.349
global route | 447 | 0.349
floorplan | 400 | -
detailed placement | 416 | 0.325
==> worst paths after layout <==
check             cells after the start  slack [ps]      start                     end
setup / recovery                     11       10570  userID[2]       registered[62][0]
hold / removal                        1         430   voted[3]                voted[3]
setup reg to reg                     28       12170   fireV[1]  numberOfVotesWinner[0]
hold reg to reg                       1         430   voted[3]                voted[3]
==> area by class of cell <==
type	count	area, µm²
fillers	4525	30500
repair buffers	49	435
flip-flops and latches	289	7510
well taps	607	759
clock buffers	43	933
multi-input cells	951	6400
inverters	30	113
clock inverters	13	148
==> where the power goes <==
| group | switching (µW) | internal (µW) | leakage, µW |
|---|---|---|---|
| logic | 33.0 | 14.4 | 0.00259 |
| clock network | 263 | 403 | 0.000538 |
| registers | 0.331 | 694 | 0.00274 |
==> Yosys cell counts, types with 9 or more instances <==
cell type    n  area (µm²)
nand2_1    134         503
nand4_1     36         225
a21o_1      21         158
nor2b_1     18         113
mux2i_1     11         110
xnor2_1     95         832
clkbuf_1    37         139
nor3_1      72         360
buf_2       18        90.1
inv_1       30         113
ha_1        25         313
mux4_2      20         450
edfxtp_1   172        5160
nor4_1      30         188
and2_1      12        75.1
and4_1      11        96.3
dfxtp_1    117        2340
xor2_1      41         359
and3_1      42         263
nor2_1     115         432
o21ai_0     13        65.1
a21oi_1     22         110
mux2_2       9         101
nand3_1     68         340
o21bai_1    46         345
nand2b_1    10        62.6
==> sequential cells by signal (all words and copies together), names as in the netlist <==
signal	count
registered	64
voted	64
clock	32
earthV	32
fireV	32
waterV	32
airV	6
numberOfRegisteredVoters	6
numberOfVotesWinner	6
registeredNum	6
WinnerId	2
ballotBoxId	2
AlreadyRegistered	1
AlreadyVoted	1
NotRegistered	1
RegistrationHasEnded	1
VotingHasNotStarted	1
==> metal layers <==
layer	GRT usage	wire length [µm]
met1	0.212	14600
met2	0.212	14700
met3	0.0389	2060
met4	0.0257	657
met5	0	13
Power and IR drop assume default switching activity.
