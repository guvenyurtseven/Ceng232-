==> design/flow/design.v <==
`timescale 1ns / 1ps
module lab3_2(
			input[5:0] money,
			input CLK,
			input vm,  
			input [2:0] productID,  
			input sugar,  
			output reg [5:0] moneyLeft,
			output reg [4:0] itemLeft,
			output reg productUnavailable, 
			output reg insufficientFund ,  
			output reg notExactFund ,  
			output reg invalidProduct,  
			output reg sugarUnsuitable,  
			output reg productReady	 
	);
	reg [4:0] numOfSandwiches;
	reg [4:0] numOfChocolate;
	reg [4:0] numOfWaterVM1;
	reg [4:0] numOfWaterVM2;
	reg [4:0] numOfCoffee;
	reg [4:0] numOfTea;
	initial
	begin
		numOfSandwiches=5'b01010;
	 	numOfChocolate=5'b01010;
	 	numOfWaterVM1=5'b00101;
	 	numOfWaterVM2=5'b01010;
	 	numOfCoffee=5'b01010;
	    numOfTea=5'b01010;
	end
	always @(posedge CLK)
	begin
		invalidProduct=1'b0;
		productReady=1'b0;
		notExactFund=1'bx; 
		sugarUnsuitable=1'bx; 
		productUnavailable=1'b0;
		itemLeft=5'bxxxxx;
		insufficientFund=1'bx;  
		moneyLeft=5'b00000;
		if(vm == 0)
		begin
			if( productID==3'b000)
			begin
				if(numOfSandwiches<=5'b00000)
				begin
					productUnavailable=1'b1;
					moneyLeft=money;
				end
				else if(money!=6'b010100)
				begin
					notExactFund=1'b1;
					moneyLeft=money;
				end
				else 
				begin
					numOfSandwiches=numOfSandwiches-5'b00001;
					productReady=1'b1;
					moneyLeft= 5'b00000;
					itemLeft=numOfSandwiches;
					notExactFund=1'b0;	
				end
			end
			else if( productID==3'b001)
			begin
				if(numOfChocolate<=5'b00000)
				begin
					productUnavailable=1'b1;
					moneyLeft=money;
				end
				else if(money!=6'b001010)
				begin
					notExactFund=1'b1;
					moneyLeft=money;
				end
				else 
				begin
					numOfChocolate=numOfChocolate-1'b1;
					productReady=1'b1;
					moneyLeft= 5'b00000;	
					itemLeft=numOfChocolate;
					notExactFund=1'b0;	
				end
			end
			else if( productID==3'b010)
			begin	
				if(numOfWaterVM1<=5'b00000)
				begin
					productUnavailable=1'b1;
					moneyLeft=money;
				end
				else if(money!=6'b000101)
				begin
					invalidProduct=1'b0;
					notExactFund=1'b1;
					moneyLeft=money;
				end
				else 
				begin
					numOfWaterVM1=numOfWaterVM1-1'b1;
					productReady=1'b1;
					moneyLeft= 5'b00000;	
					itemLeft=numOfWaterVM1;
					notExactFund=1'b0;
				end
			end
			else 
			begin
				invalidProduct=1'b1;
				productUnavailable=1'bx;
				moneyLeft=money;
			end
		end
		if(vm == 1'b1)
		begin
			sugarUnsuitable=1'b0;
			if( productID==3'b010)
			begin
				if(numOfWaterVM2<=5'b00000)
				begin
					productUnavailable=1'b1;
					moneyLeft=money;
				end
				else if(sugar)
				begin
					sugarUnsuitable=1'b1;
					moneyLeft=money;
				end
				else if(money<6'b000101)
				begin
					insufficientFund=1'b1;
					moneyLeft=money;
				end
				else 
				begin
					numOfWaterVM2=numOfWaterVM2-1'b1;
					productReady=1'b1;
					moneyLeft= money-6'b000101;	
					itemLeft=numOfWaterVM2;	
					insufficientFund=1'b0;
				end
			end
			else if( productID==3'b011)
			begin
				if(numOfCoffee<=5'b00000)
				begin
					productUnavailable=1'b1;
					moneyLeft=money;
				end
				else if(money<6'b001100)
				begin
					insufficientFund=1'b1;
					moneyLeft=money;
				end
				else 
				begin
					numOfCoffee=numOfCoffee-1'b1;
					productReady=1'b1;
					moneyLeft= money-6'b001100;
					itemLeft=numOfCoffee;
					insufficientFund=1'b0;	
				end
			end
			else if( productID==3'b100)
			begin	
				if(numOfTea<=5'b00000)
				begin
					productUnavailable=1'b1;
					moneyLeft=money;
				end
				else if(money<6'b001000)
				begin
					insufficientFund=1'b1;
					moneyLeft=money;
				end
				else 
				begin
					numOfTea=numOfTea-1'b1;
					productReady=1'b1;
					moneyLeft= money-6'b001000;	
					itemLeft=numOfTea;
					insufficientFund=1'b0;
				end
			end
			else 
			begin
				invalidProduct=1'b1;
				sugarUnsuitable=1'bx; 
				productUnavailable=1'bx;
				moneyLeft=money;
			end
		end
	end
endmodule
==> design/flow/run.sh <==
#!/bin/bash
# OpenROAD 26Q1-2900-gdf79404cd8, Yosys 0.63+post, stock flow scripts
make -C /OpenROAD-flow-scripts/flow DESIGN_CONFIG=/design/flow/config.mk WORK_HOME=/design/flow/orfs finish
==> design/flow/config.mk <==
export PLATFORM = sky130hd
export DESIGN_NAME = lab3_2
export DESIGN_NICKNAME = lab3_2
export VERILOG_FILES = /design/flow/design.v
export SDC_FILE = /design/flow/constraint.sdc
export NUM_CORES = 4
export LEC_CHECK = 1
export CORE_UTILIZATION = 30
==> design/flow/constraint.sdc <==
current_design lab3_2

set clk_period 4.5
set clk_io_pct 0.2

create_clock -name clk0 -period $clk_period [get_ports {CLK}]

set non_clock_inputs [all_inputs -no_clocks]
set_input_delay [expr $clk_period * $clk_io_pct] -clock clk0 $non_clock_inputs
set_output_delay [expr $clk_period * $clk_io_pct] -clock clk0 [all_outputs]
==> out/metrics.cfg <==
[logic_synthesis]
yosysWarnings = 1
flop_cell = edfxtp_1
synth.distinct_cells = 64
top_cell_area_share_pct = 30.2
synthCells = 283
yosysMostFrequentCell = edfxtp_1
top_area_cell = edfxtp_1
synthAdderAreaFrac_pct = 7.98
synthArstFlopShare_pct = 0
numSynthFlops = 47
netlist_area_um2 = 2980
syn_area_per_cell_um2 = 10.5
top_logic_kind = simple AND/OR/NAND/NOR gates
edf_count = 30
yosys.stat.chipArea_um2 = 2980
synth.cellmix.compoundShare_pct = 14.4
synthXorXnorAreaFrac_pct = 5.00
ys_sh_mux_pct = 3.48
top_cells_by_area = edfxtp_1, dfxtp_1, ha_1, xor2_1, inv_1
simple_gate_share_pct = 21.4
synthTopCellsByCount = edfxtp_1, inv_1, ha_1
synth_seq_share_pct = 41.6
ys_cells = 283

[critical_path]
critPathArrivalTime_ps = 3430
slowest_delay_ps = 730
cpLargestDelayFamily = AND-OR/OR-AND gates
path_class = primary input to flip-flop
worstSetupStartpoint = money[3]
worstPathMaxFanout = 12
critPathLaunchType = primary input
rr_startpoint = numOfChocolate[0]$_DFFE_PP_
endpoint_kind = flip-flop
crit_chain = clkdlybuf4s50_1, inv_1, ha_1, nand2b_1, a2111oi_4, and2b_4, a32oi_1
path_buffers = 2
crit_slowest_cell = a2111oi_4
reg2reg_slack_ps = 2440
worst_ep_required_time_ps = 4730

[global_routing]
grt_max_degree = 29
grt_antenna_before_repair = 0
overflow = 0
grt_pass1_wl_um = 10500
track_usage_pct = 13.4
grt_pass1_vias = 2115

[job]
log.warning_count = 35
maxCapViolCount = 0

[power_and_ir_drop]
seqPwrFrac_pct = 51.6
switching_share_pct = 23.9
combPwrFrac_pct = 13.0
p_leak_uw = 0.00134
intPower_uw = 697
ir_drop_v = 0.000131
clockPowerShare_pct = 35.3
power_density_nw_per_um2 = 263
power_switching_uw = 219

[placed_design]
dpl.hpwl_um = 4860
place_area_um2 = 3370
io_buffers = 28
post-place-ws_ps = 1000
routabilityCongestion = 0.897

[final_timing]
drv_slew = 0
fin_setup_tns_ps = 0
fmax_mhz = 313
fin_hold_ws_ps = 615
fin_skew_ps = 3.91
max_slew_margin_pct = 49.4
period_minus_slack_ps = 3200
finalHoldViolCount = 0
layout_setup_ws_ps = 1300
final-setup-viol-count = 0
worst_slew_pin_slew_ps = 760
rsz0062_at_grt = no
fin_crit_sh_pct = 71.1

[routing]
wirelength_um = 6370
detail_route.iter0.violations = 105
first_pass_iters = 4
wl_per_cell_um = 14.4
antenna_left = 0
antenna-diode-count = 0
routed_via_density = 4.83
drc = 0
vias = 2135

[clocking]
cts_tree = built
clkLatencyLatePin_ps = 300
clk_pin_slew_ps = 90
cts-hold-fix-buffers = 0
root_buffer = clkbuf_8
cts_sinks = 47
clockBufferDepth = 2
numCtsBuffers = 5
h-tree-depth = 2
cts_resized = 0
post_cts_buffers = 0

[floorplanning]
fp-utilization_pct = 30.8
die_area_um2 = 10300
die_width_um = 102
die_h_um = 102
coreArea_um2 = 9680
ios = 29
fp-row-count = 36

[cells_and_area]
fill_cells = 949
area_delta_synth_final_pct = 16.8
final_util_pct = 35.9
postLayoutCellArea_um2 = 3480
drive_above_1_share_pct = 9.71

[hold_path]
hold_path_class = flip-flop to flip-flop
worstHoldStart = numOfCoffee[0]$_DFFE_PP_

[outcome]
status = complete, no violations

==> metal layers <==
layer	track usage [%]	part of all wire (%)
met1	21.5	50
met2	20.2	44
met3	1.96	4.7
met4	1.90	1.0
met5	0	0
==> sequential cells by signal, summed over array words and instances (netlist names) <==
signal	cells
insufficientFund	1
invalidProduct	1
itemLeft	5
moneyLeft	6
notExactFund	1
numOfChocolate	5
numOfCoffee	5
numOfSandwiches	5
numOfTea	5
numOfWaterVM1	5
numOfWaterVM2	5
productReady	1
productUnavailable	1
sugarUnsuitable	1
==> cell type report <==
cell class / count / area (µm²) / area share (%)
clock buffers: 5 / 68.8 / 1.98
clock inverters: 3 / 45.0 / 1.29
inverters: 29 / 109 / 3.13
multi-input cells: 195 / 1560 / 44.7
flip-flops and latches: 47 / 1240 / 35.7
well taps: 133 / 166 / 4.78
repair buffers: 30 / 295 / 8.48
==> cells in the final DEF, fill, tap and decap left out, types with 5 or more instances in the layout <==
cell type,n
nor2b_1,6
clkdlybuf4s50_1,28
xor2_1,15
nand2_1,16
inv_1,29
a21oi_1,8
o21ai_0,8
nor2_1,14
mux2i_1,7
clkbuf_8,5
nor3_1,13
nor3b_1,6
ha_1,19
dfxtp_1,17
edfxtp_1,30
==> cells by family (layout without fill, tap and decap cells) <==
| logic type | after synthesis | after routing |
|---|---|---|
| simple gates | 96 | 96 |
| compound gates | 53 | 53 |
| flops | 47 | 47 |
| buf+inv | 41 | 67 |
| fa+ha+maj | 19 | 19 |
| xor+xnor | 17 | 17 |
| mux | 10 | 10 |
==> through the flow <==
stage,instances,total power [µW]
final,442,916
after global routing,442,956
after CTS,442,927
after detailed placement,434,602
after global placement,434,602
after floorplan,283,550
==> power by group through the flow <==
| stage | Combinational, µW | Clock, µW | Sequential, µW |
|---|---|---|---|
| 5_1_grt | 132 | 350 | 474 |
| 6_report | 119 | 323 | 473 |
| 4_1_cts | 120 | 334 | 473 |
==> path summary, 6_finish.rpt <==
check / endpoint / cells after the start
setup / recovery: itemLeft[3]$_DFF_P_ / 7
hold / removal: numOfCoffee[0]$_DFFE_PP_ / 1
setup reg to reg: moneyLeft[3]$_DFF_P_ / 6
hold reg to reg: numOfCoffee[0]$_DFFE_PP_ / 1
Power figures rest on the tool's default switching activity, not on a simulated workload.
