[/design/flow/design.v]
`timescale 1ns / 1ps
module ROM (
input [2:0] addr,
output reg [7:0] dataOut);
	reg [7:0]	MEMORY [0:7];
    initial begin
    	MEMORY[0] = 8'b00000000;
    	MEMORY[1] = 8'b01010101;
    	MEMORY[2] = 8'b10101010;
    	MEMORY[3] = 8'b00110011;
    	MEMORY[4] = 8'b11001100;
    	MEMORY[5] = 8'b00001111;
    	MEMORY[6] = 8'b11110000;
    	MEMORY[7] = 8'b11111111;
    end
	 always @(*) begin 
        dataOut = MEMORY[addr];
	 end
endmodule
module Difference_RAM (
input mode,
input [2:0] addr,
input [7:0] dataIn,
input [7:0] mask,
input CLK,
output reg [7:0] dataOut);
	reg [7:0]	MEMORY [0:7];
	integer i;
	initial begin
		for (i=0; i<8 ; i=i+1) begin
			MEMORY[i] = 0; 
		end
	end
	always @(posedge CLK) begin
		if (mode == 0) begin
			if (dataIn >= mask) begin
				MEMORY[addr] = dataIn - mask;
			end
			else begin
				MEMORY[addr] = mask - dataIn;
			end
		end
	end	
	always @(*) begin
		if (mode == 1) begin
			dataOut =	MEMORY[addr];
		end
	end
endmodule
module EncodedMemory (
input mode,
input [2:0] index,
input [7:0] number,
input CLK,
output [7:0] result);
	wire [7:0] mask;
	ROM R(index, mask);
	Difference_RAM DR(mode, index, number, mask, CLK, result);
endmodule
[/design/flow/run.sh]
#!/bin/bash
# OpenROAD 26Q1-2900-gdf79404cd8, Yosys 0.63+post, stock flow scripts
make -C /OpenROAD-flow-scripts/flow DESIGN_CONFIG=/design/flow/config.mk WORK_HOME=/design/flow/orfs finish
[/design/flow/config.mk]
export PLATFORM = sky130hd
export DESIGN_NAME = EncodedMemory
export DESIGN_NICKNAME = EncodedMemory
export VERILOG_FILES = /design/flow/design.v
export SDC_FILE = /design/flow/constraint.sdc
export NUM_CORES = 4
export LEC_CHECK = 1
export CORE_UTILIZATION = 30
[/design/flow/constraint.sdc]
current_design EncodedMemory

set clk_period 6.1
set clk_io_pct 0.2

create_clock -name clk0 -period $clk_period [get_ports {CLK}]

set non_clock_inputs [all_inputs -no_clocks]
set_input_delay [expr $clk_period * $clk_io_pct] -clock clk0 $non_clock_inputs
set_output_delay [expr $clk_period * $clk_io_pct] -clock clk0 [all_outputs]
==> reports/metrics.yaml <==
clock_network:
  h-tree-depth: 3
  path_clk_slew_ps: 70
  cts_root_buffer: "clkbuf_8"
  cts_hold_buf: 0
  cts_buffers: 9
  cts_resized: 0
  post_cts_buffers: 0
  cts_tree: "done"
  cts_buffer_depth: 2
routing:
  drc: 0
  n_antenna_cell: 0
  drt-initial-drc-count: 101
  drtAntennaViolNets: 0
  routed_via_density: 4.84
  vias: 1868
  drt-wirelength-per-cell_microns: 17.1
  wl_microns: 6610
  dr.pass1.iters: 4
global_route:
  use_met2_pct: 19.4
  overflow: 0
  grt_util_met3_pct: 6.01
  grt_max_degree: 20
  antenna_found_initial: 0
  track_usage_pct: 13.2
  first_global_vias: 1930
  top_usage_layer: "met2"
  grt_util_met1_pct: 19.4
  grt_pass1_wl_microns: 10500
critical_path:
  critPathLaunchType: "input pin"
  crit_fanout: 9
  required_ps: 6170
  crit_path_end_kind: "flop"
  cp.arrival_ps: 4530
  crit_type: "input pin to flop"
die:
  std_cell_rows: 37
  pin_count: 21
  fp_util_pct: 31.4
  dieArea_sq_mm: 0.0114
  coreArea_sq_mm: 0.0105
  die_w_microns: 107
  chipHeight_microns: 107
final_timing:
  min_period_ps: 4460
  worst_slack_ps: 1640
  final_max_slew_viol_count: 0
  untimed_endpoints: 16
  unclocked_regs: 8
  fin_crit_sh_pct: 73.1
  rsz0062_at_grt: "no"
  maxSlewHeadroom_pct: 41.0
  fmax_mhz: 224
  tightest_slew_ps: 878
  final_hold_viol_count: 0
  setup_viol: 0
  setup_tns_ps: 0
place:
  io_buffers: 20
  pre_cts_slack_ps: 1300
  gp_congestion: 0.930
  place_hpwl_microns: 4430
  placed_cells: 370
cells_and_area:
  stdcell_count: 386
  layout_top_cell: "edfxtp_1"
  lay_top_cells: "edfxtp_1, clkdlybuf4s50_1, inv_1"
  syn_to_final_growth_pct: 18.0
  final_util_pct: 37.0
  drive_gt1_share_pct: 21.6
logic_synthesis:
  yosys_cells: 214
  avgSynthCellArea_sq_um: 15.4
  synth_cells: 214
  ys_area_sq_mm: 0.00330
  syn_area_sq_mm: 0.00330
  yosysWarnings: 2
  synth_flop_count: 72
  synthDistinctLibCells: 31
hold_path:
  min_path_type: "input pin to flop"
status:
  status: "finished clean"
power:
  power_density_mw_per_mm2: 274
  leakagePower_nw: 1.42
  ir_drop_v: 0.0000907
  finalPower_mw: 1.07
run:
  max_cap_violations: 0
  tool_warnings: 32
## per-stage QoR
step	area (sq um)	hold WS [ps]
after global routing	3890	1890
after detailed placement	3700	2190
final	3890	1860
after global placement	3700	2180
after floorplan	3300	1520
after CTS	3890	1850
## state kept, by name, indices dropped and copies added (netlist names)
name	cells
DR.MEMORY	64
DR.dataOut	8
## where the power goes
| part | total (mW) | leakage, nW | switching [mW] | internal, mW |
|---|---|---|---|---|
| logic | 0.174 | 0.687 | 0.102 | 0.0720 |
| registers | 0.552 | 0.645 | 0.00505 | 0.547 |
| clock network | 0.340 | 0.0920 | 0.154 | 0.186 |
| total | 1.07 | 1.42 | 0.261 | 0.805 |
## critical path, stage by stage
cell	delay [ps]
clkdlybuf4s50_1	670
inv_1	160
nand2_1	150
xnor2_1	160
ha_1	360
a21oi_1	220
a31oi_1	150
a2111oi_4	660
mux2i_1	300
xor2_1	470
## worst paths after layout
path	startpoint	end	cells after the start
worst max-delay path	index[0]	DR.MEMORY[5][5]	10
worst min-delay path	mode	DR.MEMORY[0][6]	3
## area by class of cell
type	count	area, sq um
clock buffers	10	128
inverters	17	63.8
well taps	136	170
fillers	956	6620
repair buffers	32	290
flip-flops and latches	72	2040
multi-input cells	113	1140
clock inverters	6	60.1
## cells by family after synthesis
logic type,synth area share [%]
DFF,58.3
and+or+nand+nor,4.90
muxes,15.1
buffers and inverters,3.61
AOI/OAI and AO/OA,5.39
adders and majority gates,6.91
xor gates and xnor gates,2.13
latches,3.64
## routing by layer
layer	wire length (microns)	part of all wire [%]
met5	0	0
met4	89	1.3
met3	682	10
met2	2940	44
met1	2890	44
## cell usage after synthesis (all sizes together)
library cell / n / area share, %
mux2i: 6 / 1.8
nand2b: 1 / 0.19
a31oi: 5 / 0.95
nor4: 1 / 0.19
inv: 17 / 1.9
nand3b: 2 / 0.46
mux4: 16 / 11
nor2b: 1 / 0.19
a211oi: 2 / 0.46
fa: 2 / 1.2
nand2: 15 / 1.7
dlxtp: 8 / 3.6
mux2: 7 / 2.4
xor2: 3 / 0.80
edfxtp: 64 / 58
a21o: 7 / 1.7
clkbuf: 7 / 0.80
a2111oi: 1 / 0.84
ha: 15 / 5.7
buf: 5 / 0.87
nand4: 3 / 0.57
a21oi: 7 / 1.1
nand3: 2 / 0.30
o21a: 1 / 0.23
nor3: 4 / 0.61
o21ai: 1 / 0.15
nor2: 6 / 0.68
xnor2: 5 / 1.3
No activity file was given, so power comes from the tool's default toggle rates.
